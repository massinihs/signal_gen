### /design/flow/design.v
module sine_wave_fsm #(
    parameter SAMPLE_DIV = 1000,
    parameter SAMPLES_PER_PERIOD = 200,
    parameter SPI_DIV = 8
)(
    input  logic clk,
    input  logic rst_n,
    input  logic [11:0] current_sample,
    output logic [7:0]  phase_index,
    output logic spi_cs_n,
    output logic spi_sck,
    output logic spi_mosi
);
    logic [9:0] sample_counter;
    logic sample_tick;
    always @(posedge clk or negedge rst_n) begin
        if (!rst_n) begin
            sample_counter <= 0;
            sample_tick <= 0;
        end else begin
            sample_tick <= 0;
            if (sample_counter >= SAMPLE_DIV - 1) begin
                sample_counter <= 0;
                sample_tick <= 1;
            end else begin
                sample_counter <= sample_counter + 1;
            end
        end
    end
    always @(posedge clk or negedge rst_n) begin
        if (!rst_n)
            phase_index <= 0;
        else if (sample_tick)
            phase_index <= (phase_index == SAMPLES_PER_PERIOD - 1)
                           ? 0 : phase_index + 1;
    end
    localparam IDLE = 1'd0;
    localparam TRANSMIT = 1'd1;
    logic spi_state;
    logic [15:0] spi_data;
    logic [4:0]  bit_counter;
    logic [3:0]  spi_clk_div;
    logic start_transmission;
    wire [15:0] dac_cmd = {4'b0011, current_sample};
    always @(posedge clk or negedge rst_n) begin
        if (!rst_n) begin
            spi_state <= IDLE;
            spi_cs_n <= 1;
            spi_sck <= 0;
            spi_mosi <= 0;
            bit_counter <= 0;
            spi_clk_div <= 0;
            start_transmission <= 0;
        end else begin
            if (sample_tick)
                start_transmission <= 1;
            case (spi_state)
                IDLE: begin
                    spi_cs_n <= 1;
                    spi_sck <= 0;
                    if (start_transmission) begin
                        spi_data <= dac_cmd;
                        bit_counter <= 15;
                        spi_cs_n <= 0;
                        spi_state <= TRANSMIT;  
                        spi_clk_div <= 0;
                        start_transmission <= 0;
                    end
                end
                TRANSMIT: begin
                    if (spi_clk_div >= SPI_DIV - 1) begin
                        spi_clk_div <= 0;
                        spi_sck <= ~spi_sck; 
                        if (spi_sck) begin
                            if (bit_counter == 0)
                                spi_state <= IDLE;
                            else
                                bit_counter <= bit_counter - 1;  
                        end else begin
                            spi_mosi <= spi_data[bit_counter];
                        end
                    end else begin
                        spi_clk_div <= spi_clk_div + 1; 
                    end
                end
            endcase
        end
    end
endmodule
### /design/flow/run.sh
#!/bin/bash
# OpenROAD 26Q1-2900-gdf79404cd8, Yosys 0.63+post, stock flow scripts
make -C /OpenROAD-flow-scripts/flow DESIGN_CONFIG=/design/flow/config.mk WORK_HOME=/design/flow/orfs finish
### /design/flow/config.mk
export PLATFORM = sky130hd
export DESIGN_NAME = sine_wave_fsm
export DESIGN_NICKNAME = sine_wave_fsm
export VERILOG_FILES = /design/flow/design.v
export SDC_FILE = /design/flow/constraint.sdc
export NUM_CORES = 4
export LEC_CHECK = 1
export CORE_UTILIZATION = 30
### /design/flow/constraint.sdc
current_design sine_wave_fsm

set clk_period 2.3
set clk_io_pct 0.2

create_clock -name clk0 -period $clk_period [get_ports {clk}]

set non_clock_inputs [all_inputs -no_clocks]
set_input_delay [expr $clk_period * $clk_io_pct] -clock clk0 $non_clock_inputs
set_output_delay [expr $clk_period * $clk_io_pct] -clock clk0 [all_outputs]
==> summary.txt <==
Reports from this run.

- The number of H-tree levels reads 2.
- The kind of critical path reads flip-flop to flip-flop.
- In this run, CTS created clock tree buffers numbering 5.
- The number of buffers inserted by hold repair at cts is 0.
- The largest driver fanout on the critical path reads 4.
- The power density of the placed cells is 592 nW/um^2.
- The met1 demand-to-capacity share in global routing reads 16.4%.
- The tally of nets with antenna violations remaining after routing reads 0.
- Counting the fill cells in the layout gives 601.
- Entering global routing, the biggest net connects 34 pins.
- The placed wire-length estimate is 2190 um.
- The first-pass GRT wire length reads 5580 um.
- The core utilization at floorplan reads 31.3%.
- Measured along the y axis, the die boundary spans 83.6 um.
- The worst endpoint data arrival time reads 1950 ps.
- The worst-case clock skew is 4.96 ps.
- After synthesis, the netlist uses 40 different library cells.
- The number of DRC violations after detailed-routing iteration 0 reads 98.
- The origin of the worst min-delay path is sample_counter[0].
- The number of top-level pins is 25.
- The post-detailed-route DRC marker count is 0.
- The clock latency reported for the late side of the worst-skew pair is 300 ps.
- The number of global-route vias before repair reads 1,196.
- The average via count per standard cell is 4.79.
- The number of max-cap violations is 0.
- For this design, the sink count on the clock tree is 45.
- The area added between synthesis and finish reads 22.2%.
- The fraction of final layout cells with drive strength greater than 1 reads 9.60%.
- The maximum count of clock buffers along a single path is 2.
- Setup repair after global routing left no endpoint under its margin.
- The worst setup path is launched from a flip-flop.
- The global routing's busiest layer is met1.
- The worst min-delay path category reads flip-flop to flip-flop.
- The placer congestion estimate is 0.803.
- The transition time of the tightest slew-check pin reads 550 ps.
- The leakage power figure is 0.982 nW.
- The global routing usage on met2 is 14.5%.
- The number of enable flip-flop cells reads 12.
- The number of storage elements in the synthesis netlist reads 45.
- The sequential-to-total area share from yosys stat reads 59.5%.
- The worst-case max-slew headroom was logged as 63.1%.
- The type of element capturing the critical path is a flip-flop.
- The number of instances in the synthesized netlist reads 168.
- The critical register-to-register path startpoint is phase_index[0].
- The post-synth design cell area is 2000 sq um.
- The wire length per cell after detailed routing reads 11.8 um.
- The count of final hold-check violations reads 0.
- Recorded from the global router log, the overflow total was 0.
- The most common logic cell in the routed design is sky130_fd_sc_hd__dfrtp_1.
- For reference, the final report shows the max-slew violation count at 0.
- The maximum vdd ir drop is 0.285 mV.
- The full die area is 6990 sq um.
- For reference, the post-synthesis area per instance comes to 11.9 sq um.
- The vias after detailed routing reads 1,318.
- The cell at the root of the clock tree reads sky130_fd_sc_hd__clkbuf_8.
- The TritonCTS clock tree is yes.
- The first-pass iteration count of the detailed router reads 4.
- The initial antenna violation count came to 0.
- The run finished with clean final reports.
- The overall global routing resource usage is 10.0%.
- The total negative setup slack reads 0 ps.
- The post-CTS setup buffer count reads 0.
- The number of inserted diodes reads 0.
- The count of input and output buffers is 24.
- The warning count from the yosys run is 1.
- In the post-route report, total wirelength is listed as 3230 um.
- The stage-log warning count is 25.
- The number of failing setup endpoints in the final timing report is 0.
- From left edge to right edge, the die measures 83.6 um.
- According to the timing report, the critical path is launched from phase_index[0].
- The shortest period the worst path allows reads 1760 ps.
- The count of standard-cell rows is 29.
- The final report gives the core utilization as 38.2%.
- Looking at the cell usage after synthesis, the top flip-flop cell is sky130_fd_sc_hd__dfrtp_1.
- The proportion of register bits with asynchronous set or reset after synthesis is 73.3%.
- According to the floorplan report, the placeable core area is 6390 sq um.
- The clock slew seen by the registers of the worst setup and hold paths is 90 ps.
- By instance count after routing, the leading logic cell types are sky130_fd_sc_hd__dfrtp_1 (32), sky130_fd_sc_hd__clkdlybuf4s50_1 (24), sky130_fd_sc_hd__nor2_1 (18).
- The period utilization is 76.7%.
- For this run, global-route usage on met3 was measured as 2.61%.
- The post-cts resize count is 0.
- The total cells reported by yosys after synthesis is 168.
- Derived from the worst setup path, the maximum achievable clock frequency is 567 MHz.
- The required time at the worst endpoint is listed as 2480 ps.
- The summed standard-cell area reported by yosys reads 2000 sq um.
logic make-up after synthesis:
family,Yosys count,synth area share (%)
compound gates,33,10.6
xor+xnor,11,4.82
fa+ha+maj,4,2.51
buf+inv,10,2.26
flops,45,59.5
mux,7,4.39
simple gates,58,16.0
synth_stat cells, drive strengths merged (2+ instances only):
master / instances / area, sq um
nor2: 18 / 67.6
ha: 4 / 50.1
edfxtp: 12 / 360
xor2: 4 / 35.0
mux2: 4 / 45.0
a21o: 2 / 15.0
inv: 5 / 18.8
a41oi: 2 / 17.5
o21ai: 9 / 45.0
a21oi: 6 / 30.0
nand4: 4 / 25.0
and3: 4 / 25.0
xnor2: 7 / 61.3
buf: 4 / 22.5
a31oi: 6 / 37.5
nor3b: 2 / 20.0
nand2b: 4 / 25.0
and4: 3 / 26.3
dfrtp: 32 / 801
nand2: 10 / 37.5
nand3: 5 / 37.5
nor2b: 2 / 12.5
or3: 3 / 18.8
a22o: 2 / 17.5
mux2i: 2 / 20.0
nor3: 2 / 10.0
registers in the layout, summed over array words and instances (netlist names):
signal / cells
spi_sck: 1
sample_counter: 10
spi_state: 1
start_transmission: 1
bit_counter: 5
spi_data: 12
spi_clk_div: 4
spi_cs_n: 1
phase_index: 8
spi_mosi: 1
sample_tick: 1
final timing paths:
| path | end | slack [ps] | cells after the start |
|---|---|---|---|
| setup reg to reg | phase_index[0] | 540 | 5 |
| hold / removal | sample_counter[0] | 480 | 1 |
| min in group asynchronous | phase_index[6] | 660 | 2 |
| max in group asynchronous | spi_cs_n | 1300 | 2 |
| setup / recovery | phase_index[0] | 540 | 5 |
| hold reg to reg | sample_counter[0] | 480 | 1 |
stage by stage:
step	cell area (sq um)	total power [mW]	hold WS, ps	setup WS, ps	std cells
floorplan	2000	0.837	164	575	168
global placement	2330	0.872	452	565	267
detailed placement	2330	0.872	462	543	267
CTS	2440	1.47	478	527	275
global route	2440	1.50	515	312	275
finish	2440	1.45	477	535	275
power by group:
group	internal (mW)	total [mW]	leakage (nW)	switching [mW]
sequential	0.820	0.820	0.556	0
combinational	0.0202	0.0345	0.371	0.0143
clock	0.326	0.591	0.0554	0.265
total	1.17	1.45	0.982	0.279
metal layers:
layer	wire length (um)	share of wire [%]	vias to the layer above
met2	1410	44	24
met1	1650	51	621
met3	139	4.3	2
met4	34	1.1	0
met5	0	0	-
li1	-	-	671
critical path, cell delays in order, from the launching register on:
cell	delay, ps
sky130_fd_sc_hd__dfrtp_1	410
sky130_fd_sc_hd__ha_1	260
sky130_fd_sc_hd__nand3_4	90
sky130_fd_sc_hd__or4b_4	530
sky130_fd_sc_hd__nor3b_2	280
sky130_fd_sc_hd__nor2_1	80
area by class of cell:
cell class              count  area [sq um]  share of cell area (%)
clock buffers               6          72.6                    2.97
clock inverters             2          38.8                    1.59
inverters                   5          18.8                   0.769
multi-input cells         113           764                    31.3
flip-flops and latches     45          1190                    48.6
well taps                  77          96.3                    3.95
repair buffers             27           263                    10.8
Power is estimated from default activity; no workload was simulated.
